[./config.mk]
export PLATFORM = sky130hd
export DESIGN_NAME = SP_pipeline
export DESIGN_NICKNAME = SP_pipeline
export VERILOG_FILES = /design/flow/design.v
export SDC_FILE = /design/flow/constraint.sdc
export NUM_CORES = 4
export LEC_CHECK = 1
export CORE_UTILIZATION = 40
[./constraint.sdc]
current_design SP_pipeline

set clk_period 11.2
set clk_io_pct 0.2

create_clock -name clk0 -period $clk_period [get_ports {clk}]

set non_clock_inputs [all_inputs -no_clocks]
set_input_delay [expr $clk_period * $clk_io_pct] -clock clk0 $non_clock_inputs
set_output_delay [expr $clk_period * $clk_io_pct] -clock clk0 [all_outputs]
[./design.v]
module SP_pipeline(
	clk,
	rst_n,
	in_valid,
	inst,
	mem_dout,
	out_valid,
	inst_addr,
	mem_wen,
	mem_addr,
	mem_din
);
input                    clk, rst_n, in_valid;
input             [31:0] inst;
input  signed     [31:0] mem_dout;
output reg               out_valid;
output reg        [31:0] inst_addr;
output reg               mem_wen;
output reg        [11:0] mem_addr;
output reg signed [31:0] mem_din;
reg	signed [31:0] r [0:31]; 
reg signed [31:0] r_nxt [0:31];
integer i;  
reg out_valid_buf;
wire out_valid_nxt;
reg [31:0] inst_addr_nxt;
reg [31:0] inst_reg;
wire [5:0] opcode, func;
wire [5:0] opcode_reg, func_reg;
wire [4:0] rs, rt, rd, shamt;
wire [4:0] rs_reg, rt_reg, rd_reg, shamt_reg;
wire [15:0] imme, imme_reg;
wire [31:0] ZE, SE, ZE_reg, SE_reg;
wire [25:0] jump_addr, jump_addr_reg;
reg signed [31:0] ALU_out_reg, ALU_out, ALU_op1, ALU_op2;
reg [31:0] inst_addr_reg;
assign opcode = inst[31:26];
assign opcode_reg = inst_reg[31:26];
assign rs = inst[25:21];
assign rs_reg = inst_reg[25:21];
assign rt = inst[20:16];
assign rt_reg = inst_reg[20:16];
assign rd = inst[15:11];
assign rd_reg = inst_reg[15:11];
assign shamt = inst[10:6];
assign shamt_reg = inst_reg[10:6];
assign func = inst[5:0];
assign func_reg = inst_reg[5:0];
assign imme = inst[15:0];
assign imme_reg = inst_reg[15:0];
assign ZE = {16'd0, imme};
assign ZE_reg = {16'd0, imme_reg};
assign SE = {{16{imme[15]}}, imme};
assign SE_reg = {{16{imme_reg[15]}}, imme_reg};
assign jump_addr = inst[25:0];
assign jump_addr_reg = inst_reg[25:0];
always@(*) begin
	inst_addr_nxt = inst_addr;
	if (in_valid)
		inst_addr_nxt = inst_addr + 4;
	if (out_valid_buf) begin
		case(opcode)
			0: if (func == 7) inst_addr_nxt = r[rs];  
			7, 8: inst_addr_nxt = (ALU_out)? inst_addr + 4 + {{14{imme[15]}},imme, 2'b0} : inst_addr + 4;  
			10, 11: inst_addr_nxt = {inst_addr[31:28], jump_addr, 2'b0};  
		endcase
	end
end
always@(*) begin
	ALU_op1 = r[rs];
	ALU_op2 = 0;
	case(opcode)
		0, 7, 8: ALU_op2 = r[rt];
		1, 2: ALU_op2 = ZE;
		3, 4, 5, 6: ALU_op2 = SE;
	endcase
end
always@(*) begin
	ALU_out = 0;
	if (in_valid) begin
		case(opcode)
			0: begin
				case(func)
					0: ALU_out = ALU_op1 & ALU_op2;
					1: ALU_out = ALU_op1 | ALU_op2;
					2: ALU_out = ALU_op1 + ALU_op2;
					3: ALU_out = ALU_op1 - ALU_op2;
					4: ALU_out = ALU_op1 < ALU_op2;
					5: ALU_out = ALU_op1 << shamt;
					6: ALU_out = ~(ALU_op1 | ALU_op2);
				endcase
			end
			1: ALU_out = ALU_op1 & ALU_op2;
			2: ALU_out = ALU_op1 | ALU_op2;
			3: ALU_out = ALU_op1 + ALU_op2;
			4: ALU_out = ALU_op1 - ALU_op2;
			5, 6: ALU_out = ALU_op1 + ALU_op2;  
			7: ALU_out = ALU_op1 == ALU_op2;  
			8: ALU_out = ALU_op1 != ALU_op2;  
		endcase
	end
end
always@(*) begin
	for (i=0; i<32; i=i+1) r_nxt[i] = r[i];
	if(out_valid_buf) begin
		case(opcode_reg)
			0: if(func_reg != 7) r_nxt[rd_reg] = ALU_out_reg;
			1, 2, 3, 4: r_nxt[rt_reg] = ALU_out_reg;
			5: r_nxt[rt_reg] = mem_dout;
			9: r_nxt[rt_reg] = {imme_reg, 16'd0};
			11: r_nxt[31] = inst_addr_reg + 4;
		endcase
	end
end
always@(*) begin
	mem_wen = 1;
	mem_addr = ALU_out;
	mem_din = 0;
	if(in_valid && (opcode == 6)) begin
		mem_wen = 0;
		mem_din = r[rt];
	end
end
always@(posedge clk or negedge rst_n) begin
	if(!rst_n) begin
		out_valid <= 0;
		out_valid_buf <= 0;
		inst_addr <= 0;
		inst_addr_reg <= 0;
		for (i=0; i<32; i=i+1) r[i] <= 0;
		inst_reg <= 0;
		ALU_out_reg <= 0;
	end
	else begin
		out_valid <= out_valid_buf;  
		out_valid_buf <= in_valid;
		inst_addr <= inst_addr_nxt;
		inst_addr_reg <= inst_addr;
		for (i=0; i<32; i=i+1) r[i] <= r_nxt[i];
		inst_reg <= inst;
		ALU_out_reg <= ALU_out;
	end
end
endmodule
[./run.sh]
#!/bin/bash
# OpenROAD 26Q1-2900-gdf79404cd8, Yosys 0.63+post, stock flow scripts
make -C /OpenROAD-flow-scripts/flow DESIGN_CONFIG=/design/flow/config.mk WORK_HOME=/design/flow/orfs finish
==> results_dict.tcl <==
# place-and-route summary
set metrics [dict create \
    place.gp.congestion 1.12 \
    grt_pass1_wl_um 619000 \
    dr.first_iter.drc_count 10500 \
    enable_flop_cells 0 \
    drc 0 \
    fin_util_pct 48.8 \
    tritoncts "built" \
    yosys.stat.seqShare_pct 42.3 \
    grt_max_degree 122 \
    cts_setup_buffers 0 \
    largest_register_ffs 1024 \
    dr.pass1.iters 9 \
    wl_um 458000 \
    status "finished, final reports clean" \
    end_kind "output pin" \
    dieArea_um2 171000 \
    finClkSkew_ps 63.8 \
    comb_area_um2 36500 \
    grt_setup_unrepaired "false" \
    hpwl_um 323000 \
    warnings 102 \
    synth_top_area_share_pct 42.3 \
    clk_latency_ps 850 \
    drive_gt1_share_pct 15.2 \
    grt_pass1_vias 72400 \
    synth_flops 1149 \
    ys_cells 7964 \
    hold_path_class "reg2reg" \
    final_cell_mix "1,323 x a21oi_1, 1,264 x nor2_1, 1,149 x dfrtp_1" \
    antenna_left 0 \
    finalSetupViolCount 0 \
    cp_max_fo 27 \
    netlist_area_um2 67900 \
    leakage_nw 35.1 \
    core_area_um2 168000 \
    io_buffers 144 \
    grt_usage_pct 54.6 \
    die_w_um 414 \
    initCoreUtil_pct 40.5 \
    fin_crit_ps 11040 \
    regArea_um2 28800 \
    fin_setup_tns_ps 0 \
    p_per_area_nw_per_um2 196 \
    flop_cell "dfrtp_1" \
    synth_top_cell_by_area "dfrtp_1" \
    synth_cells 7964 \
    fin_crit_sh_pct 98.5 \
    io_pins 145 \
    rows 150 \
    num_vias 75800 \
    clock_path_buffers 3 \
    clock_sinks 1149 \
    crit_required_ps 8960 \
    hold_violations 0 \
    antenna_found_initial 42 \
    drv_slew 0 \
    synth.avg_cell_area_um2 8.53 \
    worst_pin_slew_ps 1430 \
    ys_top_cells_by_area "dfrtp_1 42%, a21oi_1 9.9%, nor2_1 7.3%" \
    fp.dieH_um 414 \
    clkTransAtPathRegs_ps 50 \
    ys_types 90 \
    timing.fmax_mhz 90.6 \
    cts_inserted_buffers 136 \
    ys_warn_count 3 \
    path_class "in2out" \
    syn2layout_area_growth_pct 20.5 \
    viasPerCell 7.10 \
    cap_viol_max_count 0 \
    overflow 0 \
    start_kind "primary input" \
    relSlewSlack_pct 4.31 \
    layout_top_cell "a21oi_1" \
    fill_cells 15700 \
    ys_chip_area_um2 67900 \
    vdd_drop_max_v 0.000177 \
    cts_root_buf "clkbuf_16" \
    worstPathArrival_ps 8800 \
    cts_max_level 4 \
    async_reset_ff_share_pct 100 \
    post_drt_wl_per_cell_um 42.9 \
]
==> repair_timing <==
action,4_1_cts,5_1_grt
gates resized,0,2
endpoints found under the setup margin,0,1
hold buffers,0,0
==> worst paths after layout <==
kind	start	to	slack, ps	depth (start not counted)
worst max-delay path	inst[25]	mem_addr[0]	160	24
worst min-delay path	inst_addr[1]	inst_addr_reg[1]	500	0
worst max register to register	r[17][8]	inst_addr[26]	2450	34
worst min register to register	inst_addr[1]	inst_addr_reg[1]	500	0
max in group asynchronous	rst_n	r[22][0]	7020	4
min in group asynchronous	rst_n	r[12][8]	1350	1
==> power breakdown <==
group	switching, mW	internal, mW	total (mW)	leakage [nW]
combinational	2.78	1.75	4.52	19.5
clock	2.02	2.66	4.67	2.25
sequential	1.55	5.27	6.83	13.3
total	6.35	9.68	16.0	35.1
==> cell type report <==
cell class              count  share of cell area [%]
repair buffers            973                    10.6
clock buffers             188                    4.67
clock inverters            58                   0.980
well taps                2204                    3.37
diodes                     43                   0.132
flip-flops and latches   1149                    35.1
multi-input cells        5933                    44.6
inverters                 122                   0.560
==> Yosys cell counts, types with 42 or more instances <==
cell / count
and2_1: 52
mux2i_1: 58
a22o_1: 188
a2111oi_0: 109
a22oi_1: 253
xor2_1: 65
ha_1: 127
nor2_1: 1313
o21ai_0: 142
dfrtp_1: 1149
nor4_1: 42
a221oi_1: 271
a21oi_1: 1341
nor3_1: 89
nand2_1: 215
clkbuf_1: 688
a221o_1: 48
and3_1: 442
xnor2_1: 73
inv_1: 120
nand3_1: 261
nand4_1: 160
a31oi_1: 47
==> layer usage <==
layer,global-route usage [%],routed length [um],up-vias
met5,3.86,917,-
met4,42.4,47400,30
met3,31.6,72900,2138
met2,71.8,180000,6532
met1,64.9,156000,36700
li1,-,-,30400
==> stage by stage <==
step                      power [mW]  instances  setup slack (ps)  cell area (um2)  hold slack, ps
after floorplan                 8.50       7964              1800            67900             352
after global placement          11.0      10400              99.8            77000             492
after detailed placement        11.0      10400              55.0            77000             470
after CTS                       15.7      10600               251            81700             512
after global routing            16.5      10600              26.2            81700             495
final                           16.0      10700               164            81800             502
==> kinds of logic after synthesis <==
| family | after synthesis | synth area share, % |
|---|---|---|
| and+or+nand+nor | 2811 | 20.0 |
| AOI/OAI and AO/OA | 2757 | 26.6 |
| DFF | 1149 | 42.3 |
| buffers and inverters | 882 | 5.10 |
| xor gates and xnor gates | 138 | 1.78 |
| adders and majority gates | 130 | 2.43 |
| muxes | 97 | 1.72 |
==> worst max-delay path: stages <==
cell             delay (ps)
buf_4                   410
nand2b_1                310
buf_4                   260
nor2_2                  300
buf_4                   550
a2111oi_0               220
nand3_1                 170
o31a_1                  810
ha_1                    450
o21a_1                  190
o31a_1                  130
o211ai_1                340
o21ai_0                 160
buf_4                   160
a31oi_1                 190
buf_4                   220
o31a_1                  210
a21oi_1                 100
and2_1                  170
nand2_1                  80
o31a_1                  120
o21ai_0                  70
a21oi_1                 340
clkdlybuf4s50_1         540
Power and IR drop assume default switching activity.
